<file path="flow/config.mk">
export PLATFORM = sky130hd
export DESIGN_NAME = FPADD
export DESIGN_NICKNAME = FPADD
export VERILOG_FILES = /design/flow/design.v
export SDC_FILE = /design/flow/constraint.sdc
export NUM_CORES = 4
export LEC_CHECK = 1
export CORE_UTILIZATION = 40
</file>
<file path="flow/run.sh">
#!/bin/bash
# OpenROAD 26Q1-2900-gdf79404cd8, Yosys 0.63+post, stock flow scripts
make -C /OpenROAD-flow-scripts/flow DESIGN_CONFIG=/design/flow/config.mk WORK_HOME=/design/flow/orfs finish
</file>
<file path="flow/constraint.sdc">
current_design FPADD

set clk_period 7.4
set clk_io_pct 0.2

create_clock -name clk0 -period $clk_period [get_ports {CLK}]

set non_clock_inputs [all_inputs -no_clocks]
set_input_delay [expr $clk_period * $clk_io_pct] -clock clk0 $non_clock_inputs
set_output_delay [expr $clk_period * $clk_io_pct] -clock clk0 [all_outputs]
</file>
<file path="flow/design.v">
module FPADD (CLK, St, done, ovf, unf, FPinput, FPsum);
input CLK;
input St;			 
output reg done;
output reg ovf;	 
output reg unf;	 
input[15:0] FPinput;
output[15:0] FPsum;
reg[12:0] F1;	 
reg[12:0] F2;	 
reg[4:0] E1;	 
reg[4:0] E2;	 
reg S1;  		 
reg S2;			 
wire FV;
wire FU;
wire[14:0] F1comp;	 
wire[14:0] F2comp;
wire[14:0] Addout;	 
wire[14:0] Fsum;
reg[2:0] State;       
initial
begin
State = 0;
done = 0;
ovf = 0;
unf = 0;
S1 = 0;
S2 = 0;
F1 = 0;
F2 = 0;
E1 = 0;
E2 = 0;
end
assign F1comp = (S1) ? ~({2'b00, F1}) + 1 : {2'b00, F1} ;  
assign F2comp = (S2 == 1'b1) ? ~({2'b00, F2}) + 1 : {2'b00, F2} ;	 
assign Addout = F1comp + F2comp ;
assign Fsum = ((Addout[14]) == 1'b0) ? Addout : ~Addout + 1 ;
assign FV = Fsum[14] ^ Fsum[13] ; 	 
assign FU = ~F1[12] ;					 
assign FPsum = {S1, E1, F1[11:2]} ;  
always @(posedge CLK)
begin
	case (State)
	0 : 								 
		begin
		if (St == 1'b1)
		begin
		E1 <= FPinput[14:10] ; 	 
		S1 <= FPinput[15] ;		 
		F1[12:0] <= {FPinput[9:0], 2'b00} ;
		if (FPinput == 0)   
		begin
		F1[12] <= 1'b0 ;
		end
		else
		begin
		F1[12] <= 1'b1 ;
		end
		done <= 1'b0 ;
		ovf <= 1'b0 ;
		unf <= 1'b0 ;
		State <= 1 ;
		end
		end
	1 :												 
		begin
		E2 <= FPinput[14:10] ;
		S2 <= FPinput[15] ;
		F2[12:0] <= {FPinput[9:0], 2'b00} ;
		if (FPinput == 0)
		begin
		F2[12] <= 1'b0 ;
		end
		else
		begin
		F2[12] <= 1'b1 ;
		end
		State <= 2 ;
		end
	2 :										 
		begin
		if (F1 == 0 | F2 == 0)			 
		begin
		State <= 3 ;						
		end
		else
		begin
		if (E1 == E2)						 
		begin
		State <= 3 ;
		end
		else if (E1 < E2)					 
		begin
		F1 <= {1'b0, F1[12:1]} ;		 
		E1 <= E1 + 1 ;
		end
		else
		begin
		F2 <= {1'b0, F2[12:1]} ;
		E2 <= E2 + 1 ;
		end
		end
		end
	3 :								 
		begin
		S1 <= Addout[14] ;   	 
		if (FV == 1'b0)
		begin
		F1 <= Fsum[12:0] ;
		end
		else
		begin
		F1 <= Fsum[13:1] ;      
		E1 <= E1 + 1 ;
		end
		State <= 4 ;
		end
	4 :							 
		begin
		if (F1 == 0)
		begin
		E1 <= 5'b00000 ;
		State <= 6 ;
		end
		else
		begin
		State <= 5 ;
		end
		end
	5 :
		begin
		if (E1 == 0)
		begin
		unf <= 1'b1 ;
		State <= 6 ;
		end
		else if (FU == 1'b0)
		begin
		State <= 6 ;
		end
		else
		begin
		F1 <= {F1[11:0], 1'b0} ;
		E1 <= E1 - 1 ;
		end
		end
	6 :
		begin
		if (E1 == 255)
		begin
		ovf <= 1'b1 ;
		end
		done <= 1'b1 ;
		State <= 0 ;
		end
		endcase
	end
endmodule
</file>
==> flow_summary.html <==
<!-- implementation run metrics -->
<table>
<tr><th>Metric</th><th>Value</th></tr>
<tr><th colspan="2">Detailed routing</th></tr>
<tr><td>Residual antenna-violating net count after detailed routing</td><td>0</td></tr>
<tr><td>Vias per cell</td><td>6.064</td></tr>
<tr><td>Total DRC errors in the routed layout</td><td>0</td></tr>
<tr><td>Drt first-iter violations</td><td>214</td></tr>
<tr><td>Per-cell routed wire length</td><td>18.44 um</td></tr>
<tr><td>Pre-Repair DR Iteration Count</td><td>4</td></tr>
<tr><td>Overall routed net length</td><td>12,890 um</td></tr>
<tr><td>Ant diodes</td><td>0</td></tr>
<tr><td>Via count</td><td>4,239</td></tr>
<tr><th colspan="2">Logic synthesis</th></tr>
<tr><td>Fraction of synthesized cell area taken by the top area cell type</td><td>0.2797</td></tr>
<tr><td>Proportion of synthesized flip-flops having asynchronous set or reset</td><td>0</td></tr>
<tr><td>Yosys stat cell total</td><td>552</td></tr>
<tr><td>Synth area leader</td><td>sky130_fd_sc_hd__edfxtp_1</td></tr>
<tr><td>Avg Cell Area, Syn</td><td>8.364 um2</td></tr>
<tr><td>Top cells by area</td><td>sky130_fd_sc_hd__edfxtp_1 28%, sky130_fd_sc_hd__ha_1 7.0%, sky130_fd_sc_hd__xnor2_1 6.8%</td></tr>
<tr><td>Dominant synthesized flop cell</td><td>sky130_fd_sc_hd__edfxtp_1</td></tr>
<tr><td>Synthesized instance count</td><td>552</td></tr>
<tr><td>Sequential share of the synthesized area</td><td>0.2797</td></tr>
<tr><td>Yosys synthesis chip area</td><td>4617 um2</td></tr>
<tr><td>FF+latch count, synth</td><td>43</td></tr>
<tr><td>Synth Warn #</td><td>1</td></tr>
<tr><td>Number of enable flip-flop cells</td><td>43</td></tr>
<tr><td>Synth Cell Area</td><td>4617 um2</td></tr>
<tr><td>Unique cell types</td><td>61</td></tr>
<tr><th colspan="2">Setup path</th></tr>
<tr><td>Highest fanout seen on the critical path</td><td>17</td></tr>
<tr><td>Worst setup path class</td><td>reg2reg</td></tr>
<tr><td>Crit path capture type</td><td>register</td></tr>
<tr><td>Critical Path RT</td><td>7.34 ns</td></tr>
<tr><td>Total stage count of the critical path</td><td>16</td></tr>
<tr><td>Cells traversed along the worst timing path</td><td>inv_1, ha_1, or4b_1, or3_4, o21ai_0, xnor2_1, ha_1, a21oi_1, o31ai_1, a21oi_1, a211oi_1, or3b_1, and2_1, o221ai_2, or3_1, a211oi_2</td></tr>
<tr><td>Worst reg2reg path startpoint</td><td>F2[1]$_SDFFCE_PN0P_</td></tr>
<tr><td>Slowest cell delay on critical path</td><td>0.72 ns</td></tr>
<tr><td>Count of buffer and inverter cells on the critical path</td><td>1</td></tr>
<tr><td>Critical Path Start Type</td><td>register</td></tr>
<tr><td>Critical Path AT</td><td>5.82 ns</td></tr>
<tr><td>Delay-heaviest family, CP</td><td>simple AND/OR/NAND/NOR gates</td></tr>
<tr><td>Cell count of the worst reg-to-reg path</td><td>16</td></tr>
<tr><td>Launch point of the critical path</td><td>F2[1]$_SDFFCE_PN0P_</td></tr>
<tr><td>Max stage delay cell, worst path</td><td>sky130_fd_sc_hd__or3_1</td></tr>
<tr><th colspan="2">Final timing</th></tr>
<tr><td>Final number of setup-violating endpoints</td><td>0</td></tr>
<tr><td>Clk_skew</td><td>0.004108 ns</td></tr>
<tr><td>Final-report hold violation count</td><td>0</td></tr>
<tr><td>RSZ-0062 raised after global routing</td><td>no</td></tr>
<tr><td>Total negative slack for setup checks</td><td>0 ns</td></tr>
<tr><td>Timing-limited maximum frequency</td><td>170.0 MHz</td></tr>
<tr><td>Worst slew margin relative to its limit</td><td>0.4407</td></tr>
<tr><td>Fraction of the cycle the final worst path needs</td><td>0.7950</td></tr>
<tr><td>Slew at the pin closest to its max-slew limit</td><td>0.8359 ns</td></tr>
<tr><td>Clock period minus worst slack</td><td>5.883 ns</td></tr>
<tr><td>Setup WS post-layout</td><td>1.517 ns</td></tr>
<tr><td>Max Slew Vio Count</td><td>0</td></tr>
<tr><th colspan="2">Run</th></tr>
<tr><td>Total of max-cap violations</td><td>0</td></tr>
<tr><td>Number of warnings the tools reported</td><td>25</td></tr>
<tr><th colspan="2">Global routing</th></tr>
<tr><td>First-pass GRT wire length</td><td>21,120 um</td></tr>
<tr><td>Global-route usage over all layers</td><td>0.2363</td></tr>
<tr><td>Largest net degree at the start of global routing</td><td>36</td></tr>
<tr><td>Global-route congestion overflow total</td><td>0</td></tr>
<tr><td>Antenna violations before repair</td><td>0</td></tr>
<tr><td>Via count of the first global-routing pass</td><td>3,971</td></tr>
<tr><th colspan="2">Placed design</th></tr>
<tr><td>Final weighted congestion of routability-driven global placement</td><td>0.9017</td></tr>
<tr><td>Post-Place Cell Area</td><td>4966 um2</td></tr>
<tr><td>Post-placement worst setup slack</td><td>1.579 ns</td></tr>
<tr><td>Detailed placement HPWL</td><td>9848 um</td></tr>
<tr><td>Count of buffers inserted at the top-level ports</td><td>35</td></tr>
<tr><th colspan="2">Die</th></tr>
<tr><td>Standard-cell row count</td><td>38</td></tr>
<tr><td>Area enclosed by the die boundary</td><td>11,980 um2</td></tr>
<tr><td>I/O Pins</td><td>37</td></tr>
<tr><td>Vertical die size</td><td>109.4 um</td></tr>
<tr><td>Initial core utilization</td><td>0.4186</td></tr>
<tr><td>Width of the chip</td><td>109.4 um</td></tr>
<tr><td>Core area</td><td>11,030 um2</td></tr>
<tr><th colspan="2">Clock network</th></tr>
<tr><td>Number of buffers inserted by hold repair at cts</td><td>0</td></tr>
<tr><td>Post-CTS Setup Repair Bufs</td><td>0</td></tr>
<tr><td>Clock sink count</td><td>43</td></tr>
<tr><td>Max Root-Sink Buffers</td><td>2</td></tr>
<tr><td>Clock insertion delay at the later pin of the skew report</td><td>0.28 ns</td></tr>
<tr><td>Clock tree from TritonCTS</td><td>yes</td></tr>
<tr><td>Number of H-tree levels</td><td>2</td></tr>
<tr><td>Post-cts gate resize count</td><td>0</td></tr>
<tr><td>Clk root buf</td><td>sky130_fd_sc_hd__clkbuf_16</td></tr>
<tr><td>Clock slew at reported path FFs</td><td>0.06 ns</td></tr>
<tr><td>Number of buffers added by the clock tree synthesis step</td><td>5</td></tr>
<tr><th colspan="2">Final layout</th></tr>
<tr><td>Utilization after layout</td><td>0.4677</td></tr>
<tr><td>Highest-count cells in the layout ignoring fill and taps</td><td>58 x sky130_fd_sc_hd__a21oi_1, 45 x sky130_fd_sc_hd__nand2_1, 43 x sky130_fd_sc_hd__edfxtp_1</td></tr>
<tr><td>Area growth syn-to-layout</td><td>11.73%</td></tr>
<tr><td>Share of final-layout standard cells stronger than drive strength 1</td><td>0.06082</td></tr>
<tr><td>Finished Cell Area</td><td>5159 um2</td></tr>
<tr><td>Leading cell type in the layout, fill and taps excluded</td><td>sky130_fd_sc_hd__a21oi_1</td></tr>
<tr><th colspan="2">Hold path</th></tr>
<tr><td>Number of instances on the worst hold path</td><td>1</td></tr>
<tr><td>Worst min-delay path startpoint</td><td>F2[10]$_DFFE_PP_</td></tr>
<tr><td>Worst min-delay path class</td><td>reg2reg</td></tr>
<tr><th colspan="2">Status</th></tr>
<tr><td>Result of the run</td><td>completed</td></tr>
</table>
-- flip-flops by register name, indices dropped and copies added, names as in the netlist --
signal / count
E1: 5
S1: 1
S2: 1
State: 3
F1: 13
F2: 13
done: 1
E2: 5
unf: 1
-- cell type report --
type	instances	area [um2]
Clock buffer	5	125.1
Fill cell	1054	5872
Inverter	22	82.58
Tap cell	140	175.2
Multi-Input combinational cell	443	3007
Sequential cell	43	1291
Timing Repair Buffer	43	410.4
Clock inverter	3	67.56
-- cell families (layout without fill, tap and decap cells) --
kind of cell,after synthesis,in the layout,share of synthesized area
simple gates,180,180,0.2008
compound gates,166,166,0.2323
buf+inv,66,73,0.06965
xor+xnor,47,47,0.08916
flops,43,43,0.2797
fa+ha+maj,28,28,0.07913
mux,21,21,0.04851
other cells,1,1,0.0008122
-- metal layers --
layer / part of all wire / vias to the layer above / global-route usage
met1: 0.48 / 2026 / 0.3852
met3: 0.068 / 8 / 0.03988
met2: 0.45 / 134 / 0.3513
met5: 0 / - / 0
met4: 0.0092 / 0 / 0.02190
li1: - / 2071 / -
-- through the flow --
| step | hold WS [ns] | instances |
|---|---|---|
| after global routing | 0.6934 | 699 |
| after detailed placement | 0.6470 | 691 |
| final | 0.6588 | 699 |
| after floorplan | 0.5890 | 552 |
| after CTS | 0.6567 | 699 |
| after global placement | 0.6380 | 691 |
-- worst paths after layout --
check,end,slack (ns)
max reg2reg,E1[3]$_DFFE_PP_,1.52
min,F2[9]$_DFFE_PP_,0.66
max,E1[3]$_DFFE_PP_,1.52
min reg2reg,F2[9]$_DFFE_PP_,0.66
-- Yosys cell counts (all sizes together), types with 3 or more instances --
cell type / number
o31ai: 8
mux2i: 10
o41ai: 4
nand3: 11
o211ai: 4
a22oi: 13
nor2b: 6
xnor2: 36
inv: 21
edfxtp: 43
nor3b: 3
or3: 12
nor4: 9
nor2: 37
a2111oi: 3
o21ai: 27
a21oi: 58
buf: 18
o2111ai: 3
a221oi: 3
and2: 5
and4: 3
nand2: 45
mux2: 11
a31oi: 7
ha: 26
xor2: 11
a21o: 6
nand2b: 7
o22ai: 13
clkbuf: 26
a211oi: 5
nor3: 14
and3: 19
